--- ./design.v ---
localparam INIT_00 = 288'b0;
localparam INIT_01 = 288'b0;
localparam INIT_02 = 288'b0;
localparam INIT_03 = 288'b0;
localparam INIT_04 = 288'b0;
localparam INIT_05 = 288'b0;
localparam INIT_06 = 288'b0;
localparam INIT_07 = 288'b0;
localparam INIT_08 = 288'b0;
localparam INIT_09 = 288'b0;
localparam INIT_0A = 288'b0;
localparam INIT_0B = 288'b0;
localparam INIT_0C = 288'b0;
localparam INIT_0D = 288'b0;
localparam INIT_0E = 288'b0;
localparam INIT_0F = 288'b0;
localparam INIT_10 = 288'b0;
localparam INIT_11 = 288'b0;
localparam INIT_12 = 288'b0;
localparam INIT_13 = 288'b0;
localparam INIT_14 = 288'b0;
localparam INIT_15 = 288'b0;
localparam INIT_16 = 288'b0;
localparam INIT_17 = 288'b0;
localparam INIT_18 = 288'b0;
localparam INIT_19 = 288'b0;
localparam INIT_1A = 288'b0;
localparam INIT_1B = 288'b0;
localparam INIT_1C = 288'b0;
localparam INIT_1D = 288'b0;
localparam INIT_1E = 288'b0;
localparam INIT_1F = 288'b0;
localparam INIT_20 = 288'b0;
localparam INIT_21 = 288'b0;
localparam INIT_22 = 288'b0;
localparam INIT_23 = 288'b0;
localparam INIT_24 = 288'b0;
localparam INIT_25 = 288'b0;
localparam INIT_26 = 288'b0;
localparam INIT_27 = 288'b0;
localparam INIT_28 = 288'b0;
localparam INIT_29 = 288'b0;
localparam INIT_2A = 288'b0;
localparam INIT_2B = 288'b0;
localparam INIT_2C = 288'b0;
localparam INIT_2D = 288'b0;
localparam INIT_2E = 288'b0;
localparam INIT_2F = 288'b0;
localparam INIT_30 = 288'b0;
localparam INIT_31 = 288'b0;
localparam INIT_32 = 288'b0;
localparam INIT_33 = 288'b0;
localparam INIT_34 = 288'b0;
localparam INIT_35 = 288'b0;
localparam INIT_36 = 288'b0;
localparam INIT_37 = 288'b0;
localparam INIT_38 = 288'b0;
localparam INIT_39 = 288'b0;
localparam INIT_3A = 288'b0;
localparam INIT_3B = 288'b0;
localparam INIT_3C = 288'b0;
localparam INIT_3D = 288'b0;
localparam INIT_3E = 288'b0;
localparam INIT_3F = 288'b0;
`timescale 1ns / 1ps
module udp_rx #(
    parameter              LOCAL_PORT= 16'hF000
)(
    input                  clk,   
    input                  rstn,  
    input      [7:0]       udp_rx_data,
    input                  udp_rx_req,
    input                  ip_checksum_error,
    input                  ip_addr_check_error,
    output reg [7:0]       udp_rec_rdata ,       
    output reg [15:0]      udp_rec_data_length,      
    output reg             udp_rec_data_valid        
);
    reg  [15:0]             udp_rx_cnt ;
    reg  [15:0]             udp_data_length ;
    reg  [15:0]             udp_dest_port;
    localparam IDLE             =  8'b0000_0001  ;
    localparam REC_HEAD         =  8'b0000_0010  ;
    localparam REC_DATA         =  8'b0000_0100  ;
    localparam REC_ODD_DATA     =  8'b0000_1000  ;
    localparam VERIFY_CHECKSUM  =  8'b0001_0000  ;
    localparam REC_ERROR        =  8'b0010_0000  ;
    localparam REC_END_WAIT     =  8'b0100_0000  ;
    localparam REC_END          =  8'b1000_0000  ;
    reg [7:0]     state      ;
    reg [7:0]     state_n ;
    always @(posedge clk)
    begin
      if (~rstn)
        state <= IDLE ;
      else 
        state <= state_n ;
    end
    always @(*)
    begin
        case(state)
         IDLE            :
         begin
             if (udp_rx_req == 1'b1)
                 state_n = REC_HEAD ;
             else
                 state_n = IDLE ;
         end
         REC_HEAD       :
         begin
             if (ip_checksum_error | ip_addr_check_error)
                 state_n = REC_ERROR ;
             else if (udp_rx_cnt == 16'd7)
             begin
                 if(udp_dest_port == LOCAL_PORT)
                     state_n = REC_DATA ;
                 else
                     state_n = REC_ERROR ;
             end
             else
                 state_n = REC_HEAD ;
         end
         REC_DATA       :
         begin
             if (udp_rx_cnt == udp_data_length - 1)
                 state_n = REC_END ;
             else
                 state_n = REC_DATA ;
         end
         REC_ERROR      : state_n = IDLE  ; 
         REC_END        : state_n = IDLE  ;
         default        : state_n = IDLE  ;
         endcase
    end
    always @(posedge clk)
    begin
        if (~rstn)
            udp_dest_port <= 16'd0 ;
        else if (state == REC_HEAD && udp_rx_cnt > 16'd1 && udp_rx_cnt < 16'd4)
            udp_dest_port <= {udp_dest_port[7:0],udp_rx_data};
    end
    always @(posedge clk)
    begin
        if (~rstn)
            udp_data_length <= 16'd0 ;
        else if (state == REC_HEAD && udp_rx_cnt > 16'd3 && udp_rx_cnt < 16'd6)
            udp_data_length <= {udp_data_length[7:0],udp_rx_data};
    end
    always @(posedge clk)
    begin
        if (~rstn)
            udp_rec_data_length <= 16'd0 ;
        else if (state == REC_END)
            udp_rec_data_length <= udp_data_length - 16'd8;
    end
    always @(posedge clk)
    begin
        if (~rstn)
            udp_rx_cnt <= 16'd0 ;
        else if (state == REC_HEAD || state == REC_DATA)
            udp_rx_cnt <= udp_rx_cnt + 1'b1 ;
        else
            udp_rx_cnt <= 16'd0 ;
    end
    always @(posedge clk)
    begin
        if (~rstn)
            udp_rec_rdata <= 8'd0 ;
        else if(udp_rx_cnt > 16'd7 && udp_rx_cnt < udp_data_length)
            udp_rec_rdata <= udp_rx_data ;
    end
    reg  udp_rx_end;
    always @(posedge clk)
    begin
        if (~rstn)
            udp_rx_end <= 1'b0 ;       
        else if (state == REC_END)    
            udp_rx_end <= 1'b1 ;   
        else
            udp_rx_end <= 1'b0 ;    
    end 
    always @(posedge clk)
    begin
        if (~rstn)
            udp_rec_data_valid <= 1'b0 ;
        else if (state == REC_DATA)
            udp_rec_data_valid <= 1'b1 ;
        else
            udp_rec_data_valid <= 1'b0 ;
    end
endmodule
--- ./run.sh ---
#!/bin/bash
# OpenROAD 26Q1-2900-gdf79404cd8, Yosys 0.63+post, stock flow scripts
make -C /OpenROAD-flow-scripts/flow DESIGN_CONFIG=/design/flow/config.mk WORK_HOME=/design/flow/orfs finish
--- ./config.mk ---
export PLATFORM = sky130hd
export DESIGN_NAME = udp_rx
export DESIGN_NICKNAME = udp_rx
export VERILOG_FILES = /design/flow/design.v
export SDC_FILE = /design/flow/constraint.sdc
export NUM_CORES = 4
export LEC_CHECK = 1
export CORE_UTILIZATION = 50
--- ./constraint.sdc ---
current_design udp_rx

set clk_period 4.4
set clk_io_pct 0.2

create_clock -name clk0 -period $clk_period [get_ports {clk}]

set non_clock_inputs [all_inputs -no_clocks]
set_input_delay [expr $clk_period * $clk_io_pct] -clock clk0 $non_clock_inputs
set_output_delay [expr $clk_period * $clk_io_pct] -clock clk0 [all_outputs]
==> git commit body <==
Log flow metrics for this revision

* Most area-hungry cell type in the Yosys netlist: dfxtp_1
- IO buf count: 37
- First-pass GRT wire length: 15.26 mm
* Source-to-sink clock delay at the later pin of the worst-skew pair: 360 ps
* Nature of the critical path startpoint: flip-flop
- Met3 WL post-DR: 449 um
* Number of remaining DRC errors: 0
- The warning tally printed by Yosys for this design is 1.
- In the per-layer summary, the met1 wirelength comes to 4.885 mm.
- Clk pin slew, worst setup/hold paths: 90 ps
* Proportion of layout cells with a drive suffix above 1: 0.05339
* RSZ-0062 raised after global routing: false
- Synthesized area per cell: 8.901 sq um
* Total cells reported by yosys after synthesis: 455
- The tree is rooted in a clkbuf_8.
- Antenna diodes: 0
- In this design, the critical path's most frequently occurring cell is nor4_1.
- Ys flop type: dfxtp_1
- Total Neg Setup Slack: 0 ps
* Critical Path Max Stage Delay: 460 ps
- The routed layout has 3145 vias.
- The synthesis stat section lists a flop and latch total of 78.
- Most frequent cells in the layout: dfxtp_1, nor2_1, clkdlybuf4s50_1
- Nets still carrying antenna violations after routing amount to 0.
- For reference, the final report shows the max-slew violation count at 0.
- Required time at the worst-slack endpoint: 4620 ps
- Setup Buffers After CTS: 0
- Routed length per placed instance: 15.50 um
* Count of placed standard cells in the final layout, fillers left out: 589
- The setup path with the least slack is of type flip-flop to flip-flop.
- Total number of H-tree levels: 3
* Die Ht: 92 um
* Syn Std Cell Area: 4050 sq um
- In this run the static leakage power is 1.888 nW.
- Global-route congestion overflow total: 0
- CTS tree: built
* Run status: finished, final reports clean
* Number of enable-type register cells in the synthesized netlist: 0
- OpenROAD warning count: 29
- Max_slew headroom: 0.4560
* Worst Setup Slack, final: 1871 ps
- Initial antenna violation count: 0
- Among logic cells in the layout, the one with the most instances is dfxtp_1.
* Slowest cell on the critical path: nor4_1
* Vias per Instance: 5.340
- The worst-case IR drop observed on VDD is 200.7 uV.
- The highest metal layer carrying signal wires in the routed design is met4.
- The total area inside the core boundary comes to 7767 sq um.
- Pre-Repair DR Iteration Count: 4
* Gr usage total: 0.2374
- Data arrives at the worst endpoint at 2750 ps.
- Clock tree buffer depth: 2
- Setup violations remaining at the end of the flow were counted as 0.
- Based on the critical path, the design can be clocked at up to 395.5 MHz.
- The via count of the first global-routing pass was 2875.
- Largest net degree at the start of global routing: 57
- DIE WIDTH: 92 um
- Cell count after synthesis: 455
- Total power draw: 0.001248 W
- According to the floorplan report, the total die area is 8464 sq um.
- Maximum fanout along the worst path: 9
- By area the synthesized netlist is led by dfxtp_1, mux2i_1, xnor2_1.
- Relative to the synthesized area, the layout overhead comes to 14.52%.
- Maximum capacitance violations: 0
- Final hold violation count: 0
- Cell variety after synth: 48
- The share of the Yosys chip area taken by registers is 0.3855.
* Met2 routed WL: 3.697 mm
* Hpwl dp: 6.794 mm
- In the finished design, the share of the clock period the worst path needs comes to 0.5747.
- The filler cells instantiated in the layout total 706.
- Yosys Chip Area: 4050 sq um
* TritonCTS buffer count: 9
- Together, buffers and inverters on the worst path number 1.
- According to the I/O placement log, the pin count is 38.
* Minimum clock period: 2529 ps
* Detailed router's first-iteration violation count: 224
- On the final layout, the worst clock skew is 11.47 ps.
- Kind of cell with the highest combined delay on the critical path: simple AND/OR/NAND/NOR gates
* Floorplan core density: 0.5214
* Tightest Pin Transition: 809.8 ps
* Power density normalized to cell area: 269.0 nW/um^2
- Share of the synthesized area in the top cell type: 0.3855
- Placed Cells incl. Taps: 573
- Ys async rst share: 0
* Worst-path cell chain: inv_1 > ha_1 > nor4b_2 > nand4_1 > nor4_1 > nor3_1 > nor4_1 > o32ai_1
* Clock sinks: 78
- Final weighted congestion in routability-driven placement: 0.8853
- Post-CTS repair ended up resizing 0 cells.
* Hold-fix buffers at CTS: 0
* Total wirelength of the detailed-routed design: 9.132 mm
- Worst setup EP type: flip-flop
- Hold/Removal Path Class: flip-flop to flip-flop
- The initialized floorplan defines 32 standard-cell rows.
- Timing analysis after detailed placement gives a worst setup slack of 1845 ps.
==> routing by layer <==
metal | vias up | GRT usage
met2 | 75 | 0.3340
met1 | 1407 | 0.4040
met5 | - | 0
met3 | 6 | 0.04219
li1 | 1657 | -
met4 | 0 | 0.02344
==> cell type report <==
type	instances	area (sq um)	area share
clock buffers	9	123.9	0.02671
clock inverters	7	57.56	0.01241
inverters	22	82.58	0.01780
multi-input cells	331	2292	0.4942
flip-flops and latches	78	1562	0.3367
well taps	102	127.6	0.02752
repair buffers	40	392.9	0.08470
==> power by group <==
group          internal, W  switching, W  leakage, nW
Clock             0.000211      0.000288       0.0877
Combinational    0.0000157     0.0000215         1.17
Sequential        0.000708    0.00000340        0.629
==> cells in the mapped netlist (8+ instances only) <==
| cell type | instances |
|---|---|
| xor2_1 | 9 |
| nor2_1 | 70 |
| o31ai_1 | 9 |
| o21ai_0 | 9 |
| xnor2_1 | 34 |
| nand3_1 | 11 |
| nor4_1 | 8 |
| dfxtp_1 | 78 |
| inv_1 | 22 |
| mux2i_1 | 35 |
| nand2_1 | 18 |
| a211oi_1 | 13 |
| nor3_1 | 9 |
| ha_1 | 22 |
| clkbuf_1 | 13 |
| nand4_1 | 17 |
| a21oi_1 | 18 |
==> worst paths after layout <==
check | start | endpoint | slack (ps) | cells after the start
worst max-delay path | udp_data_length[3] | state[3] | 1870 | 8
worst min-delay path | state[2] | state[0] | 420 | 1
worst max register to register | udp_data_length[3] | state[3] | 1870 | 8
worst min register to register | state[2] | state[0] | 420 | 1
==> through the flow <==
step	hold slack [ps]	util	area, sq um
CTS	424.0	0.5971	4638
detailed placement	401.1	0.5738	4457
floorplan	390.9	-	4050
global route	441.4	0.5971	4638
finish	419.2	0.5971	4638
global placement	392.1	0.5738	4457
==> state kept, by name, indices dropped and copies added (netlist names) <==
| name | count |
|---|---|
| state | 5 |
| udp_rx_cnt | 16 |
| udp_rec_data_length | 16 |
| udp_data_length | 16 |
| udp_dest_port | 16 |
| udp_rec_rdata | 8 |
| udp_rec_data_valid | 1 |
==> logic make-up after synthesis <==
family / Yosys count / synth area share
simple gates: 168 / 0.2184
flops: 78 / 0.3855
compound gates: 63 / 0.1001
buf+inv: 46 / 0.04850
xor+xnor: 43 / 0.09299
mux: 35 / 0.08650
fa+ha+maj: 22 / 0.06796
Power and IR drop assume default switching activity.
