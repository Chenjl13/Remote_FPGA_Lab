==> flow/design.v <==
localparam INIT_00 = 288'b0;
localparam INIT_01 = 288'b0;
localparam INIT_02 = 288'b0;
localparam INIT_03 = 288'b0;
localparam INIT_04 = 288'b0;
localparam INIT_05 = 288'b0;
localparam INIT_06 = 288'b0;
localparam INIT_07 = 288'b0;
localparam INIT_08 = 288'b0;
localparam INIT_09 = 288'b0;
localparam INIT_0A = 288'b0;
localparam INIT_0B = 288'b0;
localparam INIT_0C = 288'b0;
localparam INIT_0D = 288'b0;
localparam INIT_0E = 288'b0;
localparam INIT_0F = 288'b0;
localparam INIT_10 = 288'b0;
localparam INIT_11 = 288'b0;
localparam INIT_12 = 288'b0;
localparam INIT_13 = 288'b0;
localparam INIT_14 = 288'b0;
localparam INIT_15 = 288'b0;
localparam INIT_16 = 288'b0;
localparam INIT_17 = 288'b0;
localparam INIT_18 = 288'b0;
localparam INIT_19 = 288'b0;
localparam INIT_1A = 288'b0;
localparam INIT_1B = 288'b0;
localparam INIT_1C = 288'b0;
localparam INIT_1D = 288'b0;
localparam INIT_1E = 288'b0;
localparam INIT_1F = 288'b0;
localparam INIT_20 = 288'b0;
localparam INIT_21 = 288'b0;
localparam INIT_22 = 288'b0;
localparam INIT_23 = 288'b0;
localparam INIT_24 = 288'b0;
localparam INIT_25 = 288'b0;
localparam INIT_26 = 288'b0;
localparam INIT_27 = 288'b0;
localparam INIT_28 = 288'b0;
localparam INIT_29 = 288'b0;
localparam INIT_2A = 288'b0;
localparam INIT_2B = 288'b0;
localparam INIT_2C = 288'b0;
localparam INIT_2D = 288'b0;
localparam INIT_2E = 288'b0;
localparam INIT_2F = 288'b0;
localparam INIT_30 = 288'b0;
localparam INIT_31 = 288'b0;
localparam INIT_32 = 288'b0;
localparam INIT_33 = 288'b0;
localparam INIT_34 = 288'b0;
localparam INIT_35 = 288'b0;
localparam INIT_36 = 288'b0;
localparam INIT_37 = 288'b0;
localparam INIT_38 = 288'b0;
localparam INIT_39 = 288'b0;
localparam INIT_3A = 288'b0;
localparam INIT_3B = 288'b0;
localparam INIT_3C = 288'b0;
localparam INIT_3D = 288'b0;
localparam INIT_3E = 288'b0;
localparam INIT_3F = 288'b0;
`timescale 1ns / 1ps
module uart_data_gen(
    input               clk,
    input      [7:0]    read_data,
    input               tx_busy,
    input      [7:0]    write_max_num,
    output reg [7:0]    write_data,
    output reg          write_en
);
    reg [25:0] time_cnt=0;  
    reg [ 7:0] data_num;
    always @(posedge clk)
    begin
        time_cnt <= #1 time_cnt + 26'd1;
    end
    reg        work_en=0;
    reg        work_en_1d=0;
    always @(posedge clk)
    begin
        if(time_cnt == 26'd2048)
            work_en <= #1 1'b1;
        else if(data_num == write_max_num-1'b1)
            work_en <= #1 1'b0;
    end
    always @(posedge clk)
    begin
        work_en_1d <= #1 work_en;
    end
    reg            tx_busy_reg=0;
    wire           tx_busy_f;
    always @ (posedge clk) tx_busy_reg <= #1 tx_busy;
    assign tx_busy_f = (!tx_busy) && (tx_busy_reg);
    reg write_pluse;
    always @ (posedge clk)
    begin
        if(work_en)
        begin
            if(~work_en_1d || tx_busy_f)
                write_pluse <= #1 1'b1;
            else
                write_pluse <= #1 1'b0;
        end
        else
            write_pluse <= #1 1'b0;
    end
    always @ (posedge clk)
    begin
        if(~work_en & tx_busy_f)
            data_num   <= 7'h0;
        else if(write_pluse)
            data_num   <= data_num + 8'h1;
    end
    always @(posedge clk)
    begin
        write_en <= #1 write_pluse;
    end
    always @ (posedge clk)
    begin
        case(data_num)
            8'h0  ,
            8'h1  :	write_data <= #1 8'h77; 
            8'h2  :	write_data <= #1 8'h77; 
            8'h3  :	write_data <= #1 8'h77; 
            8'h4  :	write_data <= #1 8'h2E; 
            8'h5  :	write_data <= #1 8'h6D; 
            8'h6  :	write_data <= #1 8'h65; 
            8'h7  :	write_data <= #1 8'h79; 
            8'h8  :	write_data <= #1 8'h65; 
            8'h9  :	write_data <= #1 8'h73; 
            8'ha  :	write_data <= #1 8'h65; 
            8'hb  :	write_data <= #1 8'h6D; 
            8'hc  :	write_data <= #1 8'h69; 
            8'hd  :	write_data <= #1 8'h2E; 
            8'he  :	write_data <= #1 8'h63; 
            8'hf  :	write_data <= #1 8'h6F; 
            8'h10 :	write_data <= #1 8'h6D; 
            8'h11 ,
            8'h12 :	write_data <= #1 8'h0d;
            8'h13 :	write_data <= #1 8'h0a;
            default :	write_data <= #1 read_data;
        endcase
    end
endmodule
`timescale 1ns / 1ps
module uart_rx # (
    parameter            BPS_NUM     =    16'd434
)
(
      input             clk,
      input             uart_rx,
      output reg [7:0]  rx_data,
      output reg        rx_en,
      output            rx_finish
);
    localparam  IDLE         = 4'h0;    
    localparam  RECEIV_START = 4'h1;    
    localparam  RECEIV_DATA  = 4'h2;    
    localparam  RECEIV_STOP  = 4'h3;    
    localparam  RECEIV_END   = 4'h4;    
    reg    [2:0]        rx_state=0;       
    reg    [2:0]        rx_state_n=0;     
    reg    [7:0]        rx_data_reg;      
    reg                 uart_rx_1d;       
    reg                 uart_rx_2d;       
    wire                start;            
    reg    [15:0]       clk_div_cnt;      
    always @ (posedge clk) 
    begin
         uart_rx_1d <= #1 uart_rx;
         uart_rx_2d <= #1  uart_rx_1d;
    end
    assign start     = (!uart_rx) && (uart_rx_1d || uart_rx_2d);
    assign rx_finish = (rx_state == RECEIV_END);
    always @ (posedge clk)
    begin
        if(rx_state == IDLE || clk_div_cnt == BPS_NUM)
            clk_div_cnt   <= #1 16'h0;
        else
            clk_div_cnt   <= #1 clk_div_cnt + 16'h1;
    end
    reg    [2:0]      rx_bit_cnt=0;    
    always @ (posedge clk)
    begin
        if(rx_state == IDLE)
            rx_bit_cnt <= #1 3'h0;
        else if((rx_bit_cnt == 3'h7) && (clk_div_cnt == BPS_NUM))
            rx_bit_cnt <= #1 3'h0;
        else if((rx_state == RECEIV_DATA) && (clk_div_cnt == BPS_NUM))
            rx_bit_cnt <= #1 rx_bit_cnt + 3'h1;
        else 
            rx_bit_cnt <= #1 rx_bit_cnt;
    end
    always @(posedge clk)
    begin
        rx_state <= rx_state_n;
    end
    always @ (*)
    begin
      case(rx_state)
          IDLE       :  
          begin
              if(start)                                     
                  rx_state_n = RECEIV_START;
              else
                  rx_state_n = rx_state;
          end
          RECEIV_START    :  
          begin
              if(clk_div_cnt == BPS_NUM)                    
                  rx_state_n = RECEIV_DATA;
              else
                  rx_state_n = rx_state;
          end
          RECEIV_DATA    :  
          begin
              if(rx_bit_cnt == 3'h7 && clk_div_cnt == BPS_NUM) 
                  rx_state_n = RECEIV_STOP;
              else
                  rx_state_n = rx_state;
          end
          RECEIV_STOP    :  
          begin
              if(clk_div_cnt == BPS_NUM)                       
                  rx_state_n = RECEIV_END;
              else
                  rx_state_n = rx_state;
          end
          RECEIV_END    :  
          begin
              if(!uart_rx_1d)                                 
                  rx_state_n = RECEIV_START;
              else                                             
                  rx_state_n = IDLE;
          end
          default    :  rx_state_n = IDLE;
      endcase
    end
    always @ (posedge clk)
    begin
        case(rx_state)
            IDLE         ,
            RECEIV_START :                               
            begin
                rx_en <= #1 1'b0;
                rx_data_reg <= #1 8'h0;
            end
            RECEIV_DATA  :  
            begin
                if(clk_div_cnt == BPS_NUM[15:1])       
                    rx_data_reg  <= #1 {uart_rx , rx_data_reg[7:1]};  
            end
            RECEIV_STOP  : 
            begin
                rx_en   <= #1 1'b1;                    
                rx_data <= #1 rx_data_reg;             
            end
            RECEIV_END    :  
            begin
                rx_data_reg <= #1 8'h0;
            end
            default:    rx_en <= #1 1'b0;
        endcase
    end
endmodule
`timescale 1ns / 1ps
module uart_top(
    input         clk,
    input         uart_rx,
    output  [7:0] led,
    output        uart_tx
);
   parameter      BPS_NUM = 16'd434;
    wire           tx_busy;         
    wire           rx_finish;       
    wire    [7:0]  rx_data;         
    wire    [7:0]  tx_data;         
    wire           tx_en;           
    wire rx_en;
    reg  [7:0] receive_data;
    always @(posedge clk)  receive_data <= led;
    uart_data_gen uart_data_gen(
        .clk                  (  clk      ),
        .read_data            (  receive_data ),
        .tx_busy              (  tx_busy      ),
        .write_max_num        (  8'h14        ),
        .write_data           (  tx_data      ),
        .write_en             (  tx_en        ) 
    );
    uart_tx #(
         .BPS_NUM            (  BPS_NUM       ) 
     )
     u_uart_tx(
        .clk                 (  clk         ),         
        .tx_data             (  tx_data       ),        
        .tx_pluse            (  tx_en         ),       
        .uart_tx             (  uart_tx       ),                               
        .tx_busy             (  tx_busy       )            
    );                                             
    uart_rx #(
         .BPS_NUM            (  BPS_NUM       ) 
     )
     u_uart_rx (                        
        .clk                 (  clk           ),                    
        .uart_rx             (  uart_rx       ),         
        .rx_data             (  rx_data       ),                          
        .rx_en               (  rx_en         ),                        
        .rx_finish           (  rx_finish     )  
    );                                            
    assign led = rx_data;
endmodule
`timescale 1ns / 1ps
module uart_tx #(
    parameter            BPS_NUM  =    16'd434
)
(
    input          clk,         
    input [7:0]    tx_data,     
    input          tx_pluse,    
    output reg     uart_tx,     
    output         tx_busy     
);
    reg             tx_pluse_reg =0;
    reg	[2:0]	    tx_bit_cnt=0;	
    reg	[2:0]	    tx_state=0;		
    reg	[2:0]	    tx_state_n=0;	
    reg	[3:0]	    pluse_delay_cnt=0;
    reg             tx_en = 0;
    localparam  IDLE	   = 4'h0;
    localparam  SEND_START = 4'h1;	
    localparam  SEND_DATA  = 4'h2;	
    localparam  SEND_STOP  = 4'h3;	
    localparam  SEND_END   = 4'h4;	
    reg	[15:0]	  clk_div_cnt=0;
    assign tx_busy = (tx_state != IDLE);
    always @(posedge clk)
    begin
        tx_pluse_reg <= #1 tx_pluse;
    end
    always @(posedge clk)
    begin
        if(~tx_pluse_reg & tx_pluse)
            tx_en <= 1'b1;
        else if(tx_state == SEND_END)
            tx_en <= 1'b0;
    end
    always @ (posedge clk)
    begin
        if(clk_div_cnt == BPS_NUM || (~tx_pluse_reg & tx_pluse))
            clk_div_cnt   <= #1 16'h0;
        else
            clk_div_cnt   <= #1 clk_div_cnt + 16'h1;
    end
    always @ (posedge clk)
    begin
        if(!tx_en)
            tx_bit_cnt    <= #1 3'h0;
        else if((tx_bit_cnt == 3'h7) && (clk_div_cnt == BPS_NUM))
            tx_bit_cnt    <= #1 3'h0;
        else if((tx_state == SEND_DATA) && (clk_div_cnt == BPS_NUM))
            tx_bit_cnt    <= #1 tx_bit_cnt + 3'h1;
        else 
            tx_bit_cnt    <= #1 tx_bit_cnt;
    end
    always @(posedge clk)
    begin
        tx_state <= tx_state_n;
    end
    always @ (*)
    begin
      case(tx_state)
        IDLE   	:  
        begin
            if(~tx_pluse_reg & tx_pluse)   
    	        tx_state_n = SEND_START;
    	    else
    	        tx_state_n = tx_state;
    	end
        SEND_START	:  
        begin
            if(clk_div_cnt == BPS_NUM)               
    	        tx_state_n = SEND_DATA;
    	    else
    		    tx_state_n = tx_state;
    	end
        SEND_DATA	:  
        begin
            if(tx_bit_cnt == 3'h7 && clk_div_cnt == BPS_NUM)   
    	        tx_state_n = SEND_STOP;
    	    else
    		    tx_state_n = tx_state;
    	end
        SEND_STOP	:  
        begin
            if(clk_div_cnt == BPS_NUM)             
    	        tx_state_n = SEND_END;
    	    else
    		    tx_state_n = tx_state;
        end
        SEND_END	:  tx_state_n = IDLE;
        default	:  tx_state_n = IDLE;
      endcase
    end
    always @ (posedge clk)
    begin
      if(tx_en)
      begin
          case(tx_state)
              IDLE       :  uart_tx  <= #1 1'h1;         
              SEND_START :  uart_tx  <= #1 1'h0;           
              SEND_DATA  :                                 
              begin
                  case(tx_bit_cnt)
                      3'h0  :  uart_tx  <= #1 tx_data[0];
                      3'h1  :  uart_tx  <= #1 tx_data[1];
                      3'h2  :  uart_tx  <= #1 tx_data[2];
                      3'h3  :  uart_tx  <= #1 tx_data[3];
                      3'h4  :  uart_tx  <= #1 tx_data[4];
                      3'h5  :  uart_tx  <= #1 tx_data[5];
                      3'h6  :  uart_tx  <= #1 tx_data[6];
                      3'h7  :  uart_tx  <= #1 tx_data[7];
                      default: uart_tx  <= #1 1'h1;
                  endcase
              end
              SEND_STOP  :  uart_tx  <= #1 1'h1;          
              default    :  uart_tx  <= #1 1'h1;          
          endcase
      end
      else
          uart_tx <= #1 1'h1;
    end
    endmodule
==> flow/run.sh <==
#!/bin/bash
# OpenROAD 26Q1-2900-gdf79404cd8, Yosys 0.63+post, stock flow scripts
make -C /OpenROAD-flow-scripts/flow DESIGN_CONFIG=/design/flow/config.mk WORK_HOME=/design/flow/orfs finish
==> flow/config.mk <==
export PLATFORM = sky130hd
export DESIGN_NAME = uart_top
export DESIGN_NICKNAME = uart_top
export VERILOG_FILES = /design/flow/design.v
export SDC_FILE = /design/flow/constraint.sdc
export NUM_CORES = 4
export LEC_CHECK = 1
export CORE_UTILIZATION = 40
==> flow/constraint.sdc <==
current_design uart_top

set clk_period 6.3
set clk_io_pct 0.2

create_clock -name clk0 -period $clk_period [get_ports {clk}]

set non_clock_inputs [all_inputs -no_clocks]
set_input_delay [expr $clk_period * $clk_io_pct] -clock clk0 $non_clock_inputs
set_output_delay [expr $clk_period * $clk_io_pct] -clock clk0 [all_outputs]
==> results_slide.txt <==
Physical Implementation Snapshot

Final layout
  – Area grow syn2layout: 15.4%
  – Flip-flop count of the largest register after layout: 26
  – Share of cells above drive strength 1: 8.18%
  – Design area: 6060 µm²
  – Non-Filler Instances: 722
  – Largest Register: uart_data_gen.time_cnt

Synthesis
  – Yosys cell types: 61
  – Syn Inst Count: 524
  – Async S/R FF share, synth: 0%
  – Syn Area/Cell: 10.0 µm²
  – Post-synthesis cell area: 5250 µm²
  – YS chip area: 5250 µm²
  – Yosys stat cell total: 524
  – Post-synth EDFFs: 22
  – Post-synthesis register bit count: 120
  – Main flop type: dfxtp_1
  – Synth Seq Share: 49.9%
  – Synth warn: 4

Global routing
  – Gr ovfl total: 0
  – Largest net degree at the start of global routing: 21
  – Vias in the first global route: 3351
  – First-pass GRT wire length: 15800 µm
  – Initial antenna violation count: 0
  – GRT Total Usage: 15.1%

Die
  – Die width: 117 µm
  – Die height: 117 µm
  – Row count: 41
  – Ports: 11
  – Die area: 13600 µm²
  – Core area: 12700 µm²
  – Core Util at FP: 41.3%

Power
  – Sw Ratio: 24.3%
  – Seq pwr share: 47.3%
  – Worst IR drop on VDD: 0.338 mV
  – Tot Pwr: 2.08 mW
  – Net load switching power: 505 µW
  – Power per cell area: 343 nW/µm²
  – Total internal power: 1.58 mW
  – Clock share of power: 43.2%
  – Leakage power: 2.17 nW
  – Combinational power share: 9.5%

Clocking
  – Clock slew at reported path FFs: 0.05 ns
  – Total CTS buffers: 17
  – CTS sink count: 120
  – Post-CTS Setup Bufs: 0
  – Cts hold-fix bufs: 0
  – Htree depth: 4
  – CTS Buffer Depth: 2
  – PostCTS Resize Cnt: 0
  – Clk root buf: clkbuf_16
  – CTS tree: built
  – Worst skew pair latency: 0.40 ns

Final timing
  – Max Clk Rate: 401 MHz
  – RSZ-0062 raised after global routing: no
  – Setup_tns: 0 ns
  – Tmin final: 2.50 ns
  – WHS: 0.365 ns
  – Least-Margin Pin Slew: 0.842 ns
  – Clk_skew: 0.00912 ns
  – Final setup vio count: 0
  – Post-layout period usage: 39.6%
  – Final Hold Viols: 0
  – Max-slew violations: 0
  – Relative slew slack: 43.9%

Critical path
  – WP buf/inv: 1
  – Critical path endpoint category: primary output
  – Slowest stage cell, crit path: clkdlybuf4s50_1
  – Critical path cell sequence: clkdlybuf4s50_1
  – CP arrival: 1.24 ns
  – Crit path max fanout: 2
  – Kind of cell adding the most delay to the critical path: buffers and inverters
  – CP Class: reg -> out
  – Crit start category: register
  – Max stage delay on crit path: 0.47 ns
  – Req. time, crit path: 5.04 ns

Detailed routing
  – Post-Route WL: 9200 µm
  – Antenna viol nets, final: 0
  – Vias: 3667
  – Vias/cell: 5.08
  – 1st-pass router iterations: 4
  – # DRC: 0
  – DR WL/cell: 12.7 µm
  – Drt initial violations: 176
  – Ant. Diodes: 0

Place
  – Cells after DPL: 690
  – Placed Area: 5500 µm²
  – GPL Wtd Cong: 0.842
  – HPWL Detailed: 6040 µm
  – # port buffers: 10

Min path
  – Hold Crit Class: reg -> reg

Outcome
  – Run status: complete, no violations

Flow run
  – Stage-log warning count: 36
  – Max Cap Violations: 0
cell usage in the layout (no fill, tap or decap), drive strengths merged, types with 3 or more instances in the layout:
cell	n
dfxtp	98
nor2	62
xnor2	42
nand3	35
nand2	28
clkbuf	24
edfxtp	22
ha	19
inv	18
nand4	18
nor4	16
xor2	15
a21oi	13
nor2b	11
clkdlybuf4s50	10
and4	9
o21ai	8
nor3	8
or3	7
or4	7
nand3b	6
or2	6
and3	4
a211o	4
o221ai	4
clkinv	4
nor4b	4
a21boi	4
mux2i	3
a31oi	3
o31ai	3
clkinvlp	3
nor3b	3
metal layers:
metal  global-route usage, %  part of all wire (%)  routed length [µm]
met1                    23.1                    50                4620
met2                    23.2                    45                4140
met3                    3.86                   3.6                 335
met4                    1.60                   1.0                  93
met5                       0                     0                   0
worst paths after layout:
path	startpoint	endpoint	slack (ns)	cells past startpoint
max	u_uart_rx.rx_data[0]	led[0]	3.80	1
min	uart_data_gen.write_en	u_uart_tx.tx_pluse_reg	0.36	0
max reg2reg	u_uart_rx.clk_div_cnt[10]	u_uart_rx.rx_data_reg[5]	3.99	4
min reg2reg	uart_data_gen.write_en	u_uart_tx.tx_pluse_reg	0.36	0
logic make-up (layout without fill, tap and decap cells):
logic type      count (synthesis)  in the layout  share of synthesized area, %
simple gates                  231            231                          24.4
flops                         120            120                          49.9
compound gates                 57             57                          7.81
xor+xnor                       57             57                          9.50
buf+inv                        35             61                          2.81
fa+ha+maj                      19             19                          4.52
mux                             5              5                          1.00
final cells by class:
| type | instances | area, µm² |
|---|---|---|
| flip-flops and latches | 120 | 2620 |
| inverters | 18 | 67.6 |
| fillers | 1169 | 6660 |
| clock buffers | 24 | 492 |
| clock inverters | 8 | 72.6 |
| repair buffers | 11 | 108 |
| well taps | 172 | 215 |
| multi-input cells | 369 | 2480 |
synthesized netlist by cell type (all sizes together), types with 2 or more instances:
cell type	n	area [µm²]
o22ai	2	18.8
inv	18	67.6
a211o	4	35.0
clkbuf	9	33.8
a21boi	4	30.0
edfxtp	22	661
dfxtp	98	1960
buf	8	46.3
and4	9	78.8
or3	7	43.8
or2	6	37.5
xnor2	42	368
nor2	62	233
o21ai	8	40.0
and3	4	25.0
nor3b	3	27.5
o221ai	4	35.0
o31ai	3	22.5
nand4	18	119
o32ai	2	17.5
nand3	35	175
xor2	15	131
nor4	16	130
mux2i	3	30.0
ha	19	238
nor3	8	40.0
or4b	2	20.0
mux2	2	22.5
nand3b	6	45.0
nand2b	2	12.5
nor2b	11	68.8
o21a	2	15.0
nand2	28	105
or4	7	52.6
a31oi	3	18.8
a21oi	13	65.1
nor4b	4	41.3
metrics by stage:
stage,util (%),setup slack (ns)
after detailed placement,43.2,3.80
after global routing,47.6,3.72
after CTS,47.6,3.77
after floorplan,-,4.35
after global placement,43.2,3.82
final,47.6,3.80
power by group through the flow:
| stage | clock network [mW] | registers (mW) | logic, mW |
|---|---|---|---|
| after CTS | 0.918 | 0.985 | 0.203 |
| final | 0.898 | 0.985 | 0.198 |
| after global routing | 0.953 | 0.997 | 0.230 |
Power and IR drop assume default switching activity.
